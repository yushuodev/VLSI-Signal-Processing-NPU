$ cat /design/flow/design.v
module Arr4x4(Err_mac, Err_mult,
             w1_in, w2_in, w3_in, w4_in,
             a1_in, a2_in, a3_in, a4_in,
             w1_out, w2_out, w3_out, w4_out,
             a1_out, a2_out, a3_out, a4_out,
             c1_out, c2_out, c3_out, c4_out,
             clk, rst_n, hold);
input [7:0] w1_in, w2_in, w3_in, w4_in;
input [7:0] a1_in, a2_in, a3_in, a4_in;
input clk, rst_n, hold;
input [15:0] Err_mac, Err_mult;
output [7:0] w1_out, w2_out, w3_out, w4_out;
output [7:0] a1_out, a2_out, a3_out, a4_out;
output [23:0] c1_out, c2_out, c3_out, c4_out;
wire [7:0]  w11_out, w21_out, w31_out, w41_out,
            w12_out, w22_out, w32_out, w42_out,
            w13_out, w23_out, w33_out, w43_out,
            w14_out, w24_out, w34_out, w44_out;
wire [7:0]  a11_out, a21_out, a31_out, a41_out,
            a12_out, a22_out, a32_out, a42_out,
            a13_out, a23_out, a33_out, a43_out,
            a14_out, a24_out, a34_out, a44_out;
wire [23:0] c11_out, c21_out, c31_out, c41_out,
            c12_out, c22_out, c32_out, c42_out,
            c13_out, c23_out, c33_out, c43_out,
            c14_out, c24_out, c34_out, c44_out;
PEreg PE11( Err_mac[0],  Err_mult[0], w1_in, a1_in,   24'sh00_0000, w11_out, a11_out, c11_out, clk, rst_n, hold);
PEreg PE21( Err_mac[1],  Err_mult[1], w2_in, a11_out, 24'sh00_0000, w21_out, a21_out, c21_out, clk, rst_n, hold);
PEreg PE31( Err_mac[2],  Err_mult[2], w3_in, a21_out, 24'sh00_0000, w31_out, a31_out, c31_out, clk, rst_n, hold);
PEreg PE41( Err_mac[3],  Err_mult[3], w4_in, a31_out, 24'sh00_0000, w41_out, a41_out, c41_out, clk, rst_n, hold);
PEreg PE12( Err_mac[4],  Err_mult[4], w11_out, a2_in,   c11_out, w12_out, a12_out, c12_out, clk, rst_n, hold);
PEreg PE22( Err_mac[5],  Err_mult[5], w21_out, a12_out, c21_out, w22_out, a22_out, c22_out, clk, rst_n, hold);
PEreg PE32( Err_mac[6],  Err_mult[6], w31_out, a22_out, c31_out, w32_out, a32_out, c32_out, clk, rst_n, hold);
PEreg PE42( Err_mac[7],  Err_mult[7], w41_out, a32_out, c41_out, w42_out, a42_out, c42_out, clk, rst_n, hold);
PEreg PE13( Err_mac[8],  Err_mult[8], w12_out, a3_in,   c12_out, w13_out, a13_out, c13_out, clk, rst_n, hold);
PEreg PE23( Err_mac[9],  Err_mult[9], w22_out, a13_out, c22_out, w23_out, a23_out, c23_out, clk, rst_n, hold);
PEreg PE33(Err_mac[10], Err_mult[10], w32_out, a23_out, c32_out, w33_out, a33_out, c33_out, clk, rst_n, hold);
PEreg PE43(Err_mac[11], Err_mult[11], w42_out, a33_out, c42_out, w43_out, a43_out, c43_out, clk, rst_n, hold);
PEreg PE14(Err_mac[12], Err_mult[12], w13_out, a4_in,   c13_out, w14_out, a14_out, c14_out, clk, rst_n, hold);
PEreg PE24(Err_mac[13], Err_mult[13], w23_out, a14_out, c23_out, w24_out, a24_out, c24_out, clk, rst_n, hold);
PEreg PE34(Err_mac[14], Err_mult[14], w33_out, a24_out, c33_out, w34_out, a34_out, c34_out, clk, rst_n, hold);
PEreg PE44(Err_mac[15], Err_mult[15], w43_out, a34_out, c43_out, w44_out, a44_out, c44_out, clk, rst_n, hold);
assign c1_out = c14_out;
assign c2_out = c24_out;
assign c3_out = c34_out;
assign c4_out = c44_out;
assign w1_out = w14_out;
assign w2_out = w24_out;
assign w3_out = w34_out;
assign w4_out = w44_out;
assign a1_out = a41_out;
assign a2_out = a42_out;
assign a3_out = a43_out;
assign a4_out = a44_out;
endmodule
module FSM(clk,x,z,rst,counter);
input clk;
input x, rst;
output [1:0] z;
output reg [3:0] counter;
reg [1:0] Z;
reg [2:0] counter1;
reg [3:0] counter2;
reg [1:0] next_state;
reg [1:0] current_state;
parameter S0 = 2'b00,S1 = 2'b01,S2=2'b10;
always @(posedge clk , posedge rst)
begin
	if(rst==1)
		counter1 <= 3'b000;
	else if(counter1 < 3'b011 && current_state==S1)
		counter1 <= counter1 +1;
	else
		counter1 <= 3'b000;
end
always @(posedge clk , posedge rst)
begin
	if(rst==1)
		counter2 <= 4'b0000;
	else if(counter2 < 4'b1110 && current_state==S2)
		counter2 <= counter2 +1;
	else
		counter2 <= 4'b0000;
end
always @(posedge clk , posedge rst)
begin
	if(rst==1)
		begin
		current_state <= S0; 
		end
	else
		current_state <= next_state;
end
assign z = Z;
always @(*)
begin
if(current_state == S1)
		counter <= counter1;
	else
		counter <= counter2;
end
always @(*)
begin
		case(current_state)
			S0 : begin	
				Z = 2'b00;					
						if(x == 1)begin														
								next_state <= S1;
								end
						else begin						
								next_state <= S0;
							end
					 end							
			S1 : begin						
				Z = 2'b01;
						if(counter1 < 3'b011)begin
								next_state <= S1;
								end
						else	begin					
								next_state <= S2;
								end
					 end
			S2 : begin						
				Z = 2'b10;
						if(counter2 < 4'b1110)begin
								next_state <= S2;
								end
						else	begin					
								next_state <= S0;
								end
					 end
			default: next_state <= current_state;
		endcase
end
endmodule
module FinalProject(clk,x,rst,led,Err_mac_in,Err_mult_in,c_select,NEXT);
input NEXT;
input clk;
input x, rst;
input Err_mac_in, Err_mult_in;
input [1:0] c_select;
output [7:0] led;
parameter S0 = 2'b00,S1 = 2'b01,S2=2'b10;
assign rst_n = !rst;
wire [1:0] z;
wire [3:0] counter;
reg [7:0] w1_in;
reg [7:0] w2_in;
reg [7:0] w3_in;
reg [7:0] w4_in;
reg [7:0] a1_in;
reg [7:0] a2_in;
reg [7:0] a3_in;
reg [7:0] a4_in;
reg [7:0] c_temp;
wire [23:0] c1_out;
wire [23:0] c2_out;
wire [23:0] c3_out;
wire [23:0] c4_out;
reg hold;
reg clk_s;
reg [28:0] clk_counter;
reg [15:0] Err_mac, Err_mult;
always @(*)
begin
    if(Err_mac_in)
    Err_mac = 16'b0000_0000_0001_0000;
    else
    Err_mac = 16'b0000_0000_0000_0000;
    if(Err_mult_in)
    Err_mult = 16'b0000_0010_0000_0000;
    else
    Err_mult = 16'b0000_0000_0000_0000;
end
FSM fsm(clk,x,z,rst,counter);
REG8out temp(clk_s, rst_n, c_temp, led, 1'b0);
Arr4x4 SA(Err_mac, Err_mult,
             w1_in, w2_in, w3_in, w4_in,
             a1_in, a2_in, a3_in, a4_in,
             w1_out, w2_out, w3_out, w4_out,
             a1_out, a2_out, a3_out, a4_out,
             c1_out, c2_out, c3_out, c4_out,
             clk, rst_n, hold);
always @(*)
begin
    case(c_select)
        2'b00 :  begin c_temp = c1_out[7:0];end
        2'b01 :  begin c_temp = c2_out[7:0];end
        2'b10 :  begin c_temp = c3_out[7:0];end 
        2'b11 :  begin c_temp = c4_out[7:0];end  
        default :  c_temp = c1_out[7:0];
    endcase
end
always @(*)
begin
		case(z)
			S0 : begin
                 clk_s = NEXT;
                 hold = 0;
				 end						
			S1 : begin
                    hold = 0;
                    clk_s = clk;
                    case(counter)
			        4'h0 : begin w1_in=4; w2_in=3; w3_in=2; w4_in=1; end
                    4'h1 : begin w1_in=8; w2_in=7; w3_in=6; w4_in=5; end
                    4'h2 : begin w1_in=4; w2_in=3; w3_in=2; w4_in=1; end
                    4'h3 : begin w1_in=8; w2_in=7; w3_in=6; w4_in=5; end				
		            endcase
				 end
			S2 : begin
                    hold = 1;
                    clk_s = clk;
                    case(counter)
			        4'h0 :begin a1_in=8; a2_in=0; a3_in=0; a4_in=0; end
                    4'h1 :begin a1_in=7; a2_in=8; a3_in=0; a4_in=0; end
                    4'h2 :begin a1_in=6; a2_in=7; a3_in=8; a4_in=0; end
                    4'h3 :begin a1_in=5; a2_in=6; a3_in=7; a4_in=8; end
                    4'h4 :begin a1_in=4; a2_in=5; a3_in=6; a4_in=7; end
                    4'h5 :begin a1_in=3; a2_in=4; a3_in=5; a4_in=6; end
                    4'h6 :begin a1_in=2; a2_in=3; a3_in=4; a4_in=5; end
                    4'h7 :begin a1_in=1; a2_in=2; a3_in=3; a4_in=4; end
                    4'h8 :begin a1_in=0; a2_in=1; a3_in=2; a4_in=3; end
                    4'h9 :begin a1_in=0; a2_in=0; a3_in=1; a4_in=2; end
                    4'ha :begin a1_in=0; a2_in=0; a3_in=0; a4_in=1; end
                    4'hb :begin a1_in=0; a2_in=0; a3_in=0; a4_in=0; end
		            default: begin a1_in=0; a2_in=0; a3_in=0; a4_in=0; end
                    endcase				
				 end
		endcase
end
endmodule
module MUX16(s,l,r,o);
input signed [15:0] l, r;
input s;
output signed [15:0] o;
reg [15:0] o;
always @ (*)
begin
    case(s)
        1'b0 : o = l;
        1'b1 : o = r;
    endcase
end
endmodule
module MUX24(s,l,r,o);
input signed [23:0] l, r;
input s;
output signed [23:0] o;
reg [23:0] o;
always @ (*)
begin
    case(s)
        1'b0 : o = l;
        1'b1 : o = r;
    endcase
end
endmodule
module MUX8(s,l,r,o);
input signed [7:0] l, r;
input s;
output signed [7:0] o;
reg [7:0] o;
always @ (*)
begin
    case(s)
        1'b0 : o = l;
        1'b1 : o = r;
    endcase
end
endmodule
module PE(Err_mac, Err_mult, w_in, a_in, c_in, c_out);
input signed [7:0] w_in, a_in;
input signed [23:0] c_in;
input Err_mac , Err_mult;
output signed [23:0] c_out;
wire signed [15:0] product;
wire signed [7:0] shift;
wire signed [15:0] acc_in;
wire signed [23:0] acc_out;
assign product = w_in * a_in;
MUX8 sft(w_in[1],{1'b0,a_in[6:0]},{a_in[6:0],1'b0},shift);
MUX16 bypass_mult(Err_mult,product,{8'h00,shift},acc_in);
MUX24 bypass_MAC(Err_mac,acc_out,c_in,c_out);
assign acc_out = c_in + acc_in;
endmodule
module PEreg(Err_mac, Err_mult, w_in, a_in, c_in, w_out, a_out, c_out, clk, rst_n, hold);
input signed [7:0] w_in, a_in;
input signed [23:0] c_in;
input Err_mac , Err_mult;
input clk;
input rst_n;
input hold;
output signed [7:0] w_out, a_out;
output signed [23:0] c_out;
wire signed [23:0] p_sum;
PE PE_no_reg(Err_mac, Err_mult, w_out, a_out, c_in, p_sum);
REG8_hold regW(clk, rst_n, w_in, w_out, hold);
REG8_hold regA(clk, rst_n, a_in, a_out, 1'b0);
REG24_hold regC(clk, rst_n, p_sum, c_out, 1'b0);
endmodule
module REG24_hold(clk,rst_n,in,out,s);
parameter N=24;
input clk,s,rst_n;
input signed [N-1:0] in;
output signed [N-1:0] out;
reg signed [N-1:0] in_wire;
reg signed [N-1:0] out;
always @ (*)
begin
    case(s)
    1'b0:in_wire <= in;
    1'b1:in_wire <= out;
    endcase
end
always @ (posedge clk or negedge rst_n)
begin
    if (!rst_n) out <= {N{1'b0}};
    else out <= in_wire;
end
endmodule
module REG8_hold(clk,rst_n,in,out,s);
parameter N=8;
input clk,s,rst_n;
input signed [N-1:0] in;
output signed [N-1:0] out;
reg signed [N-1:0] in_wire;
reg signed [N-1:0] out;
always @ (*)
begin
    case(s)
    1'b0:in_wire <= in;
    1'b1:in_wire <= out;
    endcase
end
always @ (posedge clk or negedge rst_n)
begin
    if (!rst_n) out <= {N{1'b0}};
    else out <= in_wire;
end
endmodule
module REG8out(clk,rst_n,in,out,s);
parameter N=8;
input clk,s,rst_n;
input signed [N-1:0] in;
output signed [N-1:0] out;
wire signed [N-1:0] wire1;
wire signed [N-1:0] wire2;
wire signed [N-1:0] wire3;
wire signed [N-1:0] wire4;
wire signed [N-1:0] wire5;
wire signed [N-1:0] wire6;
wire signed [N-1:0] wire7;
wire signed [N-1:0] wire8;
wire signed [N-1:0] wire9;
wire signed [N-1:0] wire10;
wire signed [N-1:0] wire11;
REG8_hold reg8hold1(clk,rst_n,in,wire1,s);
REG8_hold reg8hold2(clk,rst_n,wire1,wire2,s);
REG8_hold reg8hold3(clk,rst_n,wire2,wire3,s);
REG8_hold reg8hold4(clk,rst_n,wire3,wire4,s);
REG8_hold reg8hold5(clk,rst_n,wire4,wire5,s);
REG8_hold reg8hold6(clk,rst_n,wire5,wire6,s);
REG8_hold reg8hold7(clk,rst_n,wire6,wire7,s);
REG8_hold reg8hold8(clk,rst_n,wire7,wire8,s);
REG8_hold reg8hold9(clk,rst_n,wire8,wire9,s);
REG8_hold reg8hold10(clk,rst_n,wire9,wire10,s);
REG8_hold reg8hold11(clk,rst_n,wire10,wire11,s);
REG8_hold reg8hold12(clk,rst_n,wire11,out,s);
endmodule
$ cat /design/flow/run.sh
#!/bin/bash
# OpenROAD 26Q1-2900-gdf79404cd8, Yosys 0.63+post, stock flow scripts
make -C /OpenROAD-flow-scripts/flow DESIGN_CONFIG=/design/flow/config.mk WORK_HOME=/design/flow/orfs finish
$ cat /design/flow/config.mk
export PLATFORM = sky130hd
export DESIGN_NAME = FinalProject
export DESIGN_NICKNAME = FinalProject
export VERILOG_FILES = /design/flow/design.v
export SDC_FILE = /design/flow/constraint.sdc
export NUM_CORES = 4
export LEC_CHECK = 1
export CORE_UTILIZATION = 40
$ cat /design/flow/constraint.sdc
current_design FinalProject

set clk_period 5.9
set clk_io_pct 0.2

create_clock -name clk0 -period $clk_period [get_ports {clk}]

set non_clock_inputs [all_inputs -no_clocks]
set_input_delay [expr $clk_period * $clk_io_pct] -clock clk0 $non_clock_inputs
set_output_delay [expr $clk_period * $clk_io_pct] -clock clk0 [all_outputs]
==> flow_summary.json <==
{
  "untimed_endpoints": 142,
  "diodes": 0,
  "final_max_slew_viol_count": 0,
  "path_class": "flop to flop",
  "chipArea_um2": 38700,
  "synthTopLogicFamily": "adder cells",
  "fp_util_pct": 41.0,
  "hold_viol": 0,
  "yosys.area_share.simple_pct": 9.12,
  "yosysTopAreaCell": "dfrtp_1",
  "critPathTopFamily": "adder cells",
  "fp.dieW_um": 197,
  "final_cell_mix": "dfrtp_1, ha_1, and2_1",
  "maxSlewHeadroom_pct": 47.3,
  "track_usage_pct": 14.2,
  "io_pins": 16,
  "synth_warnings": 24,
  "status": "finished clean",
  "min_period_ns": 3.77,
  "drt_first_pass_iters": 4,
  "grt_max_degree": 136,
  "worstPathCellList": "and2_1, ha_1, ha_1, inv_1, fa_1, inv_1, ha_1, fa_1, ha_1, inv_1, nor2_1, a311oi_1, a21oi_1, xnor2_1",
  "synthCells": 1203,
  "cts_hold_buf": 0,
  "arrival_ns": 4.26,
  "netlist-cell-type-count": 46,
  "power.density_nw_per_um2": 319,
  "reg2regPathDepth": 14,
  "ys_sh_aoi_pct": 6.10,
  "topCellsByArea": "dfrtp_1, ha_1, and2_1, fa_1, xnor2_1",
  "setup_tns_ns": 0,
  "cp.required_ns": 6.39,
  "cp_max_fo": 13,
  "unclocked_pins": 118,
  "wire_per_inst_um": 14.0,
  "synth_area_um2": 15100,
  "top_area_share_pct": 48.9,
  "syn_to_final_growth_pct": 10.9,
  "fill_cells": 3329,
  "worstSkewPairLatency_ns": 0.62,
  "critPathCaptureType": "flop",
  "core_um2": 37000,
  "gp_congestion": 0.832,
  "whs_path_depth": 0,
  "antenna_found_initial": 0,
  "period_used_pct": 63.9,
  "peakVddDrop_v": 0.000229,
  "ant_nets": 0,
  "pre_cts_ws_ns": 2.15,
  "yosys.area_share.adder_pct": 23.7,
  "grt_pass1_wl_mm": 41.9,
  "hold_class": "flop to flop",
  "cts_tree": "yes",
  "dp.cells": 1711,
  "power.leakage_nw": 8.89,
  "yosysCellCount": 1203,
  "vias": 8051,
  "drv_cap": 0,
  "async_flop_share_pct": 93.1,
  "post_cts_resized": 0,
  "synth-main-ff-cell": "dfrtp_1",
  "grt_pass1_vias": 8352,
  "via_per_inst": 4.59,
  "edf_count": 0,
  "numPortBuffers": 15,
  "setup_viol": 0,
  "ys.flops": 319,
  "finalWorstSetupSlack_ns": 2.13,
  "total_power_mw": 5.37,
  "cp_common_cell": "ha_1",
  "yosys-stat-area_um2": 15100,
  "crit_path_top_delay_cell": "fa_1",
  "postCtsSetupBuffers": 0,
  "path_buffers": 3,
  "final_layout_top_logic_cell": "dfrtp_1",
  "placementRows": 70,
  "worstSetupStartpointType": "flop",
  "warnings": 141,
  "rsz0062_at_grt": "no",
  "totalWireLength_mm": 24.5,
  "worst_pin_slew_ns": 0.769,
  "max_clock_freq_ghz": 0.265,
  "ys_sh_xor_pct": 4.57,
  "final_layout_size_suffix_gt1_share_pct": 6.00,
  "skew_ns": 0.00769,
  "hpwlAfterDp_mm": 18.8,
  "mux_share_pct": 2.41,
  "slowest_delay_ns": 0.52,
  "drc": 0,
  "clk_pin_slew_ns": 0.06,
  "final_cells": 1755,
  "fp.dieH_um": 197,
  "grt_overflow_total": 0,
  "syn_avg_cell_area_um2": 12.6,
  "drt_iter0_markers": 185,
  "path_depth": 14
}
## synthesized netlist by cell type (13+ instances only)
cell type and number:
mux2_1 13, nor2_1 41, a21o_1 26, dlxtp_1 16
o21bai_1 13, dfrtp_1 296, a21oi_1 61, ha_1 229
xnor2_1 54, fa_1 36, and2_1 132, inv_1 88
xor2_1 25, nand2_1 33, nor2b_1 17, o21ai_1 15
clkbuf_1 13
## stage by stage
step / utilization [%] / hold slack [ns] / cell area (um2)
after floorplan: - / 0.359 / 15200
after CTS: 45.5 / 0.382 / 16800
after global routing: 45.5 / 0.400 / 16800
final: 45.5 / 0.380 / 16800
after detailed placement: 43.1 / 0.369 / 15900
after global placement: 43.1 / 0.371 / 15900
## cell families (layout without fill, tap and decap cells)
group / after synthesis / count (layout)
and+or+nand+nor: 250 / 250
AOI/OAI and AO/OA: 149 / 149
adders and majority gates: 265 / 265
muxes: 27 / 27
buffers and inverters: 114 / 162
xor gates and xnor gates: 79 / 79
latches: 22 / 22
DFF: 297 / 297
## worst paths after layout
check / start / endpoint / slack, ns
max: SA.PE24.regW.out[1] / SA.PE24.regC.out[7] / 2.13
min: SA.PE31.regA.out[0] / SA.PE41.regA.out[0] / 0.38
max reg2reg: SA.PE24.regW.out[1] / SA.PE24.regC.out[7] / 2.13
min in group asynchronous: rst / SA.PE13.regC.out[6] / 0.81
min reg2reg: SA.PE31.regA.out[0] / SA.PE41.regA.out[0] / 0.38
max in group asynchronous: rst / SA.PE21.regA.out[2] / 3.79
## power breakdown
group          switching [mW]  total, mW  internal (mW)
clock network           0.576       1.60           1.02
registers               0.321       2.24           1.92
logic                   0.809       1.54          0.727
## metal layers
metal	global-route usage (%)	vias up	part of all wire, %
met5	0	-	0
met4	2.81	0	2.3
met3	1.90	31	3.0
met2	22.7	73	47
met1	21.6	3896	47
li1	-	4051	-
## cell type report
cell class	instances	area (um2)	area share, %
timing repair buffer	22	215	1.28
clock inverter	14	188	1.12
tap	504	631	3.75
clock buffer	30	696	4.14
inverter	96	364	2.17
multi-input combinational	770	6950	41.3
sequential	319	7760	46.2
Power is estimated from default activity; no workload was simulated.
