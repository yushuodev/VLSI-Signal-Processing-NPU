==> design/flow/design.v <==
module REG32(clk,rst_n,in,out);
parameter N=32;
input [N-1:0] in;
input clk,rst_n;
output [N-1:0] out;
reg [N-1:0] out;
always @ (posedge clk or negedge rst_n)
begin
    if(!rst_n) out <= {N{1'b0}};
    else out <= in;
end
endmodule
module REGout(clk,rst_n,in,out,s,p_button,s_button);
parameter N=32;
input [N-1:0] in;
input clk,rst_n,s,p_button,s_button;
output reg [7:0] out;
wire [7:0] w81,w82,w83,w84;
wire [31:0] w1,w2,w3,w4,w5,w6,w7,w8,w9,w10,w11;
reg clk_wire;
reg [2:0] counter;
always @ (*)
begin
    case(s)
    1'b0:clk_wire <= clk;
    1'b1:clk_wire <= p_button;
    endcase
end
always @(posedge s_button , negedge rst_n)
begin
	if(!rst_n)
		counter <= 3'b000;
	else if(counter < 3'b011)
		counter <= counter +1;
	else
		counter <= 3'b000;
end
REG32 REG11(clk_wire,rst_n,in,w11);
REG32 REG10(clk_wire,rst_n,w11,w10);
REG32 REG9(clk_wire,rst_n,w10,w9);
REG32 REG8(clk_wire,rst_n,w9,w8);
REG32 REG7(clk_wire,rst_n,w8,w7);
REG32 REG6(clk_wire,rst_n,w7,w6);
REG32 REG5(clk_wire,rst_n,w6,w5);
REG32 REG4(clk_wire,rst_n,w5,w4);
REG32 REG3(clk_wire,rst_n,w4,w3);
REG32 REG2(clk_wire,rst_n,w3,w2);
REG32 REG1(clk_wire,rst_n,w2,w1);
always @ (*)
begin
    case(counter)
        3'b000 : out = w1[31:24];
        3'b001 : out = w1[23:16];
        3'b010 : out = w1[15:8];
        3'b011 : out = w1[7:0];
    endcase
end
endmodule
==> design/flow/run.sh <==
#!/bin/bash
# OpenROAD 26Q1-2900-gdf79404cd8, Yosys 0.63+post, stock flow scripts
make -C /OpenROAD-flow-scripts/flow DESIGN_CONFIG=/design/flow/config.mk WORK_HOME=/design/flow/orfs finish
==> design/flow/config.mk <==
export PLATFORM = sky130hd
export DESIGN_NAME = REGout
export DESIGN_NICKNAME = REGout
export VERILOG_FILES = /design/flow/design.v
export SDC_FILE = /design/flow/constraint.sdc
export NUM_CORES = 4
export LEC_CHECK = 1
export CORE_UTILIZATION = 30
==> design/flow/constraint.sdc <==
current_design REGout

set clk_period 1.5
set clk_io_pct 0.2

create_clock -name clk0 -period $clk_period [get_ports {s_button}]

set non_clock_inputs [all_inputs -no_clocks]
set_input_delay [expr $clk_period * $clk_io_pct] -clock clk0 $non_clock_inputs
set_output_delay [expr $clk_period * $clk_io_pct] -clock clk0 [all_outputs]
==> run_results.csv <==
group,metric,value,unit
critical_path,worstSetupPathType,"reg -> reg",
place,gp_congestion,0.758,
sta,fmax,907,MHz
power,powerDensity,195,nW/um2
grt,use_met3,0.562,%
power,ir_drop,0.335,mV
sta,worstMarginPinSlew,0.864,ns
cells_and_area,lay_top_count,"dfrtp_1",
critical_path,slowest_stage,"dfrtp_1",
synthesis,synthCells,408,
route,vias,2926,
flow_run,warnings,34,
clock_network,root_buffer,"clkbuf_16",
place,io_buffer_count,44,
critical_path,rrSetupSlack,0.40,ns
clock_network,path_clk_slew,0.03,ns
floorplan,die_y,179,um
route,wire_per_inst,9.82,um
sta,post-route-period-util,73.5,%
grt,grt_pass1_vias,3050,
critical_path,reg2reg_to,"counter[2]$_DFF_PN0_",
sta,hold_viol,0,
clock_network,cts_tree,"done",
floorplan,chipArea,31900,um2
route,drt-total-wl,8420,um
sta,unclocked_pins,360,
critical_path,arrival,1.25,ns
route,drc,0,
cells_and_area,drive_gt1_share,3.04,%
route,ant_nets,0,
sta,setup_slack,0.398,ns
cells_and_area,synthToLayoutAreaGrowth,11.5,%
sta,max_slew_margin,42.4,%
synthesis,yosysChipArea,9370,um2
critical_path,endpoint_kind,"flip-flop",
sta,fin_worst_skew,0.00115,ns
route,drtIter0Drc,216,
synthesis,ys_ff,363,
clock_network,clk_latency,0.22,ns
critical_path,cp_cell_sequence,"ha_1 > ha_1 > nor2b_1",
route,vias_per_cell,3.41,
synthesis,synth.avg_cell_area,23.0,um2
sta,fin_crit,1.10,ns
grt,grt_pass1_wl,15000,um
floorplan,dieWidth,179,um
place,dp_hpwl,5380,um
critical_path,critPathMostFrequentCell,"ha_1",
sta,setup_tns,0,ns
grt,globalRouteTotalUtil,5.82,%
critical_path,slowest_delay,0.42,ns
critical_path,path_buffers,0,
critical_path,critPathTopFamily,"adder cells",
sta,slew_violations,0,
grt,overflow,0,
sta,setup_violations,0,
grt,antenna_found_initial,0,
run_status,status,"finished clean",
floorplan,coreArea,30700,um2
clock_network,clock_path_buffers,2,
critical_path,r2r_start,"counter[0]$_DFF_PN0_",
route,first_pass_iters,6,
synthesis,yosys_warnings,2,
clock_network,numCtsBuffers,3,
critical_path,worst_setup_path_start_kind,"flip-flop",
cells_and_area,utilization,34.1,%
sta,untimed_endpoints,368,
sta,rsz0062_at_grt,"false",
floorplan,fp-utilization,30.5,%
synthesis,ys_types,17,
floorplan,io_pins,45,
flow_run,cap_violations,0,
min_path,min_path_type,"in -> async",
clock_network,cts_resized,0,
cells_and_area,most-common-layout-cells,"dfrtp_1 (355), clkdlybuf4s50_1 (43), inv_1 (11)",
route,antenna_cells,0,
grt,grtUsageMet2,7.86,%
place,pre_cts_ws,0.403,ns
critical_path,required,1.65,ns
grt,met1_usage,11.2,%
synthesis,syn_area,9370,um2
critical_path,crit_path_max_fanout,5,
power,p_leak,4.67,nW
grt,grt_max_degree,133,
grt,top_usage_layer,"met1",
clock_network,cts_max_level,1,
critical_path,r2r_cells,3,
synthesis,yosysCellCount,408,
floorplan,fp-row-count,64,
[metrics by stage]
step	power, mW	hold WS, ns	area [um2]	cells
after CTS	2.07	0.498	10400	857
after global placement	1.61	0.133	10400	852
after floorplan	1.39	0.00441	9370	408
final	2.03	0.491	10400	857
after global routing	2.17	0.527	10400	857
after detailed placement	1.64	0.138	10400	852
[power by group]
part	switching [mW]	internal, mW
clock	0.0712	0.351
combinational	0.344	0.108
sequential	0.0839	1.08
[cell families after synthesis]
group                      Yosys count  share of synthesized area (%)
DFF                                355                           94.8
buffers and inverters               14                          0.668
AOI/OAI and AO/OA                   11                           1.16
muxes                                9                          0.975
latches                              8                           1.28
and+or+nand+nor                      6                          0.427
adders and majority gates            5                          0.668
[timing repair]
| action | CTS | global route |
|---|---|---|
| buffers inserted | 0 | 0 |
| hold buffers | 1 | 0 |
| hold endpoints to repair | 3 | 0 |
[synth_stat cells (all sizes together)]
| cell | count | area (um2) |
|---|---|---|
| a211oi | 1 | 7.51 |
| clkbuf | 1 | 5.00 |
| a222oi | 8 | 80.1 |
| ha | 5 | 62.6 |
| o21ba | 1 | 16.3 |
| buf | 2 | 16.3 |
| mux2 | 1 | 11.3 |
| dfrtp | 355 | 8880 |
| and2 | 1 | 6.26 |
| nor2 | 2 | 15.0 |
| dlxtn | 8 | 120 |
| nor2b | 3 | 18.8 |
| inv | 11 | 41.3 |
| a21oi | 1 | 5.00 |
| mux2i | 8 | 80.1 |
[state kept, by name, indices dropped and copies added (netlist names)]
register	flops
REG2.out	32
REG10.out	32
REG7.out	32
out	8
REG11.out	32
REG6.out	32
REG8.out	32
counter	3
REG5.out	32
REG4.out	32
REG1.out	32
REG9.out	32
REG3.out	32
[worst reg2reg max path: stages, from the launching register on]
cell     delay, ns
dfrtp_1       0.42
ha_1          0.23
ha_1          0.26
nor2b_1       0.12
[layer usage]
layer | wire [um] | vias up
li1 | - | 1361
met1 | 4550 | 1524
met2 | 3670 | 41
met3 | 205 | 0
met4 | 0 | 0
met5 | 0 | -
[worst max path at each step]
stage / to / cells after the start / slack, ns / start
finish: counter[2]$_DFF_PN0_ / 3 / 0.40 / counter[0]$_DFF_PN0_
global route: counter[2]$_DFF_PN0_ / 3 / 0.32 / counter[0]$_DFF_PN0_
CTS: counter[2]$_DFF_PN0_ / 3 / 0.39 / counter[0]$_DFF_PN0_
[final cells by class]
class	instances	area, um2
Clock buffer	4	78.8
Timing Repair Buffer	52	508
Tap cell	396	495
Sequential cell	363	9000
Fill cell	2847	20200
Multi-Input combinational cell	31	318
Inverter	11	41.3
Power is estimated from default activity; no workload was simulated.
