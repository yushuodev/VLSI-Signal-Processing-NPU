$ cat ./design.v
module Arr2x2(Err_mac, Err_mult,
             w1_in, w2_in,
             a1_in, a2_in,
             c1_out, c2_out,
             clk, rst_n, hold);
input [7:0] w1_in, w2_in, a1_in, a2_in;
input clk, rst_n, hold;
input Err_mac, Err_mult;
output [23:0] c1_out, c2_out;
wire [7:0] w11_out, w21_out, w12_out, w22_out;
wire [7:0] a11_out, a21_out, a12_out, a22_out;
wire [23:0] c11_out, c21_out, c12_out, c22_out;
PEreg PE11(Err_mac, Err_mult, w1_in, a1_in, 24'sh00_0000, w11_out, a11_out, c11_out, clk, rst_n, hold);
PEreg PE21(Err_mac, Err_mult, w2_in, a11_out, 24'sh00_0000, w21_out, a21_out, c21_out, clk, rst_n, hold);
PEreg PE12(Err_mac, Err_mult, w11_out, a2_in, c11_out, w12_out, a12_out, c12_out, clk, rst_n, hold);
PEreg PE22(Err_mac, Err_mult, w21_out, a12_out, c21_out, w22_out, a22_out, c22_out, clk, rst_n, hold);
assign c1_out = c12_out;
assign c2_out = c22_out;
endmodule
module MUX16(s,l,r,o);
input signed [15:0] l, r;
input s;
output signed [15:0] o;
reg [15:0] o;
always @ (*)
begin
    case(s)
        1'b0 : o = l;
        1'b1 : o = r;
    endcase
end
endmodule
module MUX24(s,l,r,o);
input signed [23:0] l, r;
input s;
output signed [23:0] o;
reg [23:0] o;
always @ (*)
begin
    case(s)
        1'b0 : o = l;
        1'b1 : o = r;
    endcase
end
endmodule
module MUX8(s,l,r,o);
input signed [7:0] l, r;
input s;
output signed [7:0] o;
reg [7:0] o;
always @ (*)
begin
    case(s)
        1'b0 : o = l;
        1'b1 : o = r;
    endcase
end
endmodule
module PE(Err_mac, Err_mult, w_in, a_in, c_in, c_out);
input signed [7:0] w_in, a_in;
input signed [23:0] c_in;
input Err_mac , Err_mult;
output signed [23:0] c_out;
wire signed [15:0] product;
wire signed [7:0] shift;
wire signed [15:0] acc_in;
wire signed [23:0] acc_out;
assign product = w_in * a_in;
MUX8 sft(w_in[1],{1'b0,a_in[6:0]},{a_in[6:0],1'b0},shift);
MUX16 bypass_mult(Err_mult,product,{8'h00,shift},acc_in);
MUX24 bypass_MAC(Err_mac,acc_out,c_in,c_out);
assign acc_out = c_in + acc_in;
endmodule
module PEreg(Err_mac, Err_mult, w_in, a_in, c_in, w_out, a_out, c_out, clk, rst_n, hold);
input signed [7:0] w_in, a_in;
input signed [23:0] c_in;
input Err_mac , Err_mult;
input clk;
input rst_n;
input hold;
output signed [7:0] w_out, a_out;
output signed [23:0] c_out;
wire signed [23:0] p_sum;
PE PE_no_reg(Err_mac, Err_mult, w_out, a_out, c_in, p_sum);
REG8_hold regW(clk, rst_n, w_in, w_out, hold);
REG8_hold regA(clk, rst_n, a_in, a_out, 1'b0);
REG24_hold regC(clk, rst_n, p_sum, c_out, 1'b0);
endmodule
module REG24_hold(clk,rst_n,in,out,s);
parameter N=24;
input clk,s,rst_n;
input signed [N-1:0] in;
output signed [N-1:0] out;
reg signed [N-1:0] in_wire;
reg signed [N-1:0] out;
always @ (*)
begin
    case(s)
    1'b0:in_wire <= in;
    1'b1:in_wire <= out;
    endcase
end
always @ (posedge clk or negedge rst_n)
begin
    if (!rst_n) out <= {N{1'b0}};
    else out <= in_wire;
end
endmodule
module REG8_hold(clk,rst_n,in,out,s);
parameter N=8;
input clk,s,rst_n;
input signed [N-1:0] in;
output signed [N-1:0] out;
reg signed [N-1:0] in_wire;
reg signed [N-1:0] out;
always @ (*)
begin
    case(s)
    1'b0:in_wire <= in;
    1'b1:in_wire <= out;
    endcase
end
always @ (posedge clk or negedge rst_n)
begin
    if (!rst_n) out <= {N{1'b0}};
    else out <= in_wire;
end
endmodule
$ cat ./run.sh
#!/bin/bash
# OpenROAD 26Q1-2900-gdf79404cd8, Yosys 0.63+post, stock flow scripts
make -C /OpenROAD-flow-scripts/flow DESIGN_CONFIG=/design/flow/config.mk WORK_HOME=/design/flow/orfs finish
$ cat ./config.mk
export PLATFORM = sky130hd
export DESIGN_NAME = Arr2x2
export DESIGN_NICKNAME = Arr2x2
export VERILOG_FILES = /design/flow/design.v
export SDC_FILE = /design/flow/constraint.sdc
export NUM_CORES = 4
export LEC_CHECK = 1
export CORE_UTILIZATION = 30
$ cat ./constraint.sdc
current_design Arr2x2

set clk_period 14.4
set clk_io_pct 0.2

create_clock -name clk0 -period $clk_period [get_ports {clk}]

set non_clock_inputs [all_inputs -no_clocks]
set_input_delay [expr $clk_period * $clk_io_pct] -clock clk0 $non_clock_inputs
set_output_delay [expr $clk_period * $clk_io_pct] -clock clk0 [all_outputs]
==> ci_impl_report.md <==
## PnR job results

| Metric | Value |
|---|---|
| Status | `finished clean` |
| Post-DP HPWL | `28700 um` |
| Final Hold Fails | `0` |
| Insertion Delay late pin | `460 ps` |
| Final Setup Violations | `0` |
| Sequential area share after synthesis | `22.1%` |
| Area growth syn-to-layout | `13.2%` |
| Critical path arrival | `6310 ps` |
| Via density | `4.52` |
| Crit path cell chain | `buf_2 > buf_4 > mux2i_1 > nor2b_1 > ha_1 > fa_1 > a211oi_1 > nor2_1 > o2111ai_2 > a21oi_2 > or4_1 > and3_1` |
| Ratio of cells with drive above 1 in the final layout | `4.89%` |
| Core box area | `0.0537 mm2` |
| Num CTS Buffers | `17` |
| Fill count | `5255` |
| Yosys top cell by area | `fa_1` |
| Flip-flops with a built-in enable | `0` |
| Async set or reset register ratio after synthesis | `100%` |
| Ports | `85` |
| Total gr overflow | `0` |
| Syn Inst Count | `1687` |
| Slew @ Worst Pin | `735 ps` |
| CP Max Fanout | `40` |
| Clock skew | `12.9 ps` |
| DRC | `0` |
| Max incr delay on CP | `540 ps` |
| Final Non-Filler Cells | `2455` |
| Largest net degree at the start of global routing | `67` |
| Worst setup EP type | `flip-flop` |
| Vias in the first global route | `11875` |
| Synth cell types | `57` |
| Cell Pwr Density | `227 mW/mm2` |
| Mapped Area | `0.0163 mm2` |
| Crit Path Class | `input port to flip-flop` |
| CTS tree | `yes` |
| Stage-log warning count | `25` |
| Max VDD drop | `113 uV` |
| Slowest cell on crit path | `buf_2` |
| Reg2reg end | `PE12.regC.out[14]` |
| Vias | `11091` |
| Critical Path Start Type | `input port` |
| RR Startpoint | `PE12.regA.out[4]` |
| Final Cycle Share | `41.5%` |
| Hold path cells | `2` |
| Hold endpoint | `PE22.regC.out[8]` |
| CTS Buffer Depth | `2` |
| Leakage | `8.77 nW` |
| Logic area | `0.0113 mm2` |
| Min-delay src | `PE21.regC.out[8]` |
| Slew HR | `51.0%` |
| Buffers and inverters on the worst path | `2` |
| Worst min-delay path class | `flip-flop to flip-flop` |
| Post-Syn Area per Cell | `9.66 um2` |
| Flop area | `0.00360 mm2` |
| Crit path time final | `5970 ps` |
| Yosys Instances | `1687` |
| Top cells by area | `fa_1 27%, dfrtp_1 22%, ha_1 11%` |
| Reg2reg setup slack | `8630 ps` |
| WP data required | `14740 ps` |
| GRT Util Overall | `14.0%` |
| Hold-fix buffers, CTS | `0` |
| Die Span Y | `235 um` |
| DR iter-0 viols | `435` |
| Placer Congestion | `0.885` |
| Flops & latches, synth | `144` |
| Achievable Freq | `0.167 GHz` |
| Initial antenna violation count | `2` |
| CP delay by family, top | `buffers and inverters` |
| Ys flop type | `dfrtp_1` |
| Total Neg Setup Slack | `0 ps` |
| PostCTS Resize Cnt | `0` |
| Sink Count | `144` |
| Root Driver | `clkbuf_16` |
| Row count | `85` |
| Die X | `235 um` |
| Worst setup startpoint | `Err_mult` |
| Dpl cells | `2422` |
| Max-cap violations | `0` |
| Final WL | `35400 um` |
| Yosys stat area | `0.0163 mm2` |
| First-pass GRT wire length | `60500 um` |
| Drt first pass iters | `5` |
| WL/cell | `14.4 um` |
| Remaining antenna violation count | `0` |
| I/O Buffers | `84` |
| Final Max Slew Viols | `0` |
| Die ar. | `0.0553 mm2` |
| Yosys top cell area share | `27.3%` |
| RSZ-0062 raised after global routing | `no` |
| CTS clk-pin slew, worst paths | `60 ps` |
| Fp util | `30.3%` |
| Cells on worst reg2reg path | `23` |
| Postcts setup bufs | `0` |
| H-tree depth | `4` |
| Warnings, synthesis | `5` |
## stage by stage
step           hold WS, ps  setup slack [ps]  total power, mW  instance area [um2]  util [%]
2_1_floorplan          352              8910             3.05                16300         -
3_3_place_gp           466              7940             3.71                17800      33.2
3_5_place_dp           474              7950             3.75                17800      33.2
4_1_cts                489              8440             4.25                18400      34.3
5_1_grt                529              8140             4.74                18400      34.3
6_report               487              8430             4.19                18400      34.3
## routing by layer
metal / vias up / wire [um] / global-route usage, %
li1: 5473 / - / -
met1: 5349 / 16700 / 20.2
met2: 238 / 15500 / 21.4
met3: 29 / 2780 / 5.27
met4: 2 / 427 / 1.38
met5: - / 13 / 0
## how the worst max path moves through the flow
stage | to | slack, ps | depth (start not counted)
after CTS | PE12.regC.out[14] | 8440 | 12
after global routing | PE12.regC.out[14] | 8140 | 12
final | PE12.regC.out[14] | 8430 | 12
## worst reg2reg max path, cell delays in order (launching register included)
cell and delay, ps:
dfrtp_1 540, and2_1 240, fa_1 470, inv_1 50
fa_1 530, inv_1 50, fa_1 480, inv_1 50
fa_1 470, inv_1 40, ha_1 300, o21ai_0 110
o21ai_0 130, and2_1 210, o21a_1 180, o21a_1 170
nor3_1 200, ha_1 350, a21o_1 240, nand2_1 70
nand2_1 50, a21o_1 190, or4_1 380, and3_1 170
## final cells by class
type | count | share of cell area, %
diodes | 1 | 0.0136
clock buffers | 18 | 2.33
clock inverters | 14 | 0.923
inverters | 313 | 6.37
multi-input cells | 1180 | 61.4
flip-flops and latches | 144 | 19.5
well taps | 696 | 4.72
repair buffers | 89 | 4.69
## Yosys cell counts (all sizes together) (2+ instances only)
cell and number:
inv 311, fa 222, and2 166, ha 148, dfrtp 144, nand2 109, o21ai 76, nor2 70
a21oi 64, xnor2 48, clkbuf 41, mux2 37, a211oi 31, xor2 27, nor2b 22, o21a 21
nand2b 18, a21o 17, nor3 16, o31ai 11, nand3 10, buf 9, a31oi 8, mux2i 6
or3 6, a221oi 4, o21bai 4, a211o 3, and3 3, nor3b 3, o211ai 3, o22a 3
o41ai 3, or4 3, a21boi 2, clkinv 2, nand4 2, o211a 2, o311a 2, or2 2
## placed cells by master (no fill, tap or decap), drive strengths merged, types with 48 or more instances in the layout
master and n:
ha 148, fa 222, dfrtp 144, clkdlybuf4s50 80, inv 318, xnor2 48
a21oi 64, o21ai 76, and2 166, nor2 70, nand2 109
## power breakdown
part / internal [mW] / switching, mW / total (mW) / leakage, nW
combinational: 1.45 / 1.69 / 3.14 / 6.70
clock: 0.261 / 0.199 / 0.460 / 0.293
sequential: 0.509 / 0.0773 / 0.587 / 1.78
total: 2.22 / 1.97 / 4.19 / 8.77
## registers in the layout, indices dropped and copies added, names as in the netlist
name and cells:
PE21.regA.out 8, PE22.regW.out 8, PE22.regA.out 8, PE11.regW.out 8
PE12.regW.out 8, PE21.regW.out 8, PE21.regC.out 16, PE22.regC.out 24
PE11.regC.out 16, PE11.regA.out 8, PE12.regA.out 8, PE12.regC.out 24
## logic make-up after synthesis
family | Yosys count | synth area share [%]
fa+ha+maj | 370 | 38.6
mux | 43 | 2.93
flops | 144 | 22.1
xor+xnor | 75 | 4.03
buf+inv | 363 | 8.38
simple gates | 432 | 13.7
compound gates | 260 | 10.2
Power figures rest on the tool's default switching activity, not on a simulated workload.
